==> design.v <==
module ram_dp_bypassed
  (
  clk,
  wr_data,
  wr_addr,
  we,
  rd_data,
  rd_addr
  );
parameter DATAWIDTH = 9;
parameter ADDRWIDTH = 9;
input clk;
input [DATAWIDTH-1:0] wr_data;
input [ADDRWIDTH-1:0] wr_addr;
input we;
output [DATAWIDTH-1:0] rd_data;
input [ADDRWIDTH-1:0] rd_addr;
reg [DATAWIDTH-1:0] ram[((1 << ADDRWIDTH) - 1) : 0];
integer x;
initial
  begin
    for (x = 0; x != (1 << ADDRWIDTH); x = x + 1)
      begin
        ram[x] = { DATAWIDTH { 1'b1 } };
      end
  end
reg [ADDRWIDTH-1:0] rd_addr_reg;
assign rd_data = ram[rd_addr_reg];
always @(posedge clk)
  begin
    if (we)
      ram[wr_addr] <= wr_data;
    rd_addr_reg <= rd_addr;
  end
endmodule
==> run.sh <==
#!/bin/bash
# OpenROAD 26Q1-2900-gdf79404cd8, Yosys 0.63+post, stock flow scripts
make -C /OpenROAD-flow-scripts/flow DESIGN_CONFIG=/design/flow/config.mk WORK_HOME=/design/flow/orfs finish
==> config.mk <==
export PLATFORM = sky130hd
export DESIGN_NAME = ram_dp_bypassed
export DESIGN_NICKNAME = ram_dp_bypassed
export VERILOG_FILES = /design/flow/design.v
export SDC_FILE = /design/flow/constraint.sdc
export NUM_CORES = 4
export LEC_CHECK = 1
export CORE_UTILIZATION = 50
export SYNTH_MEMORY_MAX_BITS = 65536
==> constraint.sdc <==
current_design ram_dp_bypassed

set clk_period 97.1
set clk_io_pct 0.2

create_clock -name clk0 -period $clk_period [get_ports {clk}]

set non_clock_inputs [all_inputs -no_clocks]
set_input_delay [expr $clk_period * $clk_io_pct] -clock clk0 $non_clock_inputs
set_output_delay [expr $clk_period * $clk_io_pct] -clock clk0 [all_outputs]
==> ci_impl_report.md <==
### Yosys + OpenROAD results

| Metric | Value |
|---|---|
| Run status | `finished clean` |
| Final setup TNS | `0 ps` |
| Max_cap viols | `0` |
| Setup Viol. Count Final | `0` |
| Met3 Resource Use GR | `21.4%` |
| Tcrit/Tclk final | `28.9%` |
| Post-synthesis compound-gate area fraction | `4.30%` |
| CTS tree | `built` |
| # DRC | `0` |
| WP data arrival | `8590 ps` |
| Final GP Congestion | `0.948` |
| Flops after synth | `4617` |
| Count of tool warnings | `34` |
| Top Registers | `ram (4608)` |
| Max reg flops | `4608` |
| Critical path endpoint category | `output pin` |
| Worst path required time | `77680 ps` |
| Top area cell types | `edfxtp_1 77%, mux4_2 9.4%, mux2i_1 4.9%` |
| Beginning of the worst hold path | `wr_data[0]` |
| Synth area leader | `edfxtp_1` |
| Die W | `601 um` |
| Post-Syn Area | `0.180 mm2` |
| Area share, top type | `77.0%` |
| Slew HR | `21.3%` |
| Num CTS Buffers | `463` |
| Worst stage delay on the critical path | `840 ps` |
| Largest reg by FF count | `ram` |
| Slew Limit Fails | `0` |
| Chip Height | `601 um` |
| Router iterations before antenna repair | `6` |
| Ratio of cells with drive above 1 in the final layout | `19.7%` |
| Std cell rows | `219` |
| Drt wl/cell | `32.1 um` |
| CP Max Fanout | `94` |
| Post-CTS Resized | `0` |
| Routed WL | `464000 um` |
| Post-layout minimum cycle time | `28010 ps` |
| Post-Synthesis Cells | `8888` |
| H-Tree Depth | `5` |
| # fillers | `25800` |
| Port Buffers | `37` |
| Number of enable flip-flop cells | `4608` |
| Starting DRT DRC Count | `6041` |
| First-pass GRT wire length | `672000 um` |
| Leak Pwr | `63.9 nW` |
| GRT Overall Usage | `29.2%` |
| Hold_buf cts | `0` |
| Worst-path cell chain | `buf_12 > buf_4 > buf_4 > buf_4 > buf_12 > buf_4 > mux4_2 > o22ai_1 > a22oi_1 > nand4_1 > nand4_1 > and4bb_1 > clkdlybuf4s50_1` |
| Antenna viol nets, final | `0` |
| CTS sink cnt | `4617` |
| Mux area share | `14.4%` |
| Distinct cell type count after synthesis | `51` |
| Final Hold Violation Tally | `0` |
| RSZ-0062 raised after global routing | `no` |
| Simple-Gate Area Share | `2.34%` |
| Setup CP Type | `reg2out` |
| Cell total in the yosys stat output | `8888` |
| M2 GR Usage | `40.8%` |
| CTS Buffer Depth | `4` |
| Post-DP HPWL | `283000 um` |
| Dominant flop cell | `edfxtp_1` |
| CP max-delay cell | `dfxtp_4` |
| GRT Max-Usage Layer | `met2` |
| Power per cell area | `20.4 mW/mm2` |
| Min Hold Slack | `18840 ps` |
| DR vias | `89700` |
| Comb area leader | `multiplexers` |
| Top cells by count | `4608 x edfxtp_1, 879 x mux2i_1, 747 x mux4_2, 601 x nor2_1, 425 x o221ai_1` |
| Core area | `0.357 mm2` |
| Synth top cell by count | `edfxtp_1` |
| XORs/XNORs by Area | `0%` |
| Initial antenna violation count | `16` |
| Worst-Margin Slew | `1180 ps` |
| Synth Warn # | `1` |
| Maximum clock rate | `0.0357 GHz` |
| Post-Synth Adder-Cell Area | `0%` |
| Grt ovf | `0` |
| Vias in the first global route | `96700` |
| Initial Util | `50.3%` |
| Register clock-pin slew on the reported worst setup and hold paths | `60 ps` |
| CP most frequent cell | `buf_4` |
| Setup Fix Bufs, Post-CTS | `0` |
| Area Growth Syn to Fin | `12.0%` |
| Largest net degree at the start of global routing | `130` |
| Chip Area, Yosys | `0.180 mm2` |
| I/O pin total | `38` |
| Max IR drop VDD | `18.4 uV` |
| Startpoint types | `flip-flop` |
| M1 GR Usage | `39.4%` |
| Syn Area/Cell | `20.2 um2` |
| Async S/R FF share, synth | `0%` |
| Register area share after synthesis | `77.1%` |
| Vias per cell | `6.21` |
| Die area | `0.362 mm2` |
| Worst min path class | `in2reg` |
| CTS root buf | `clkbuf_16` |
==> cells in the final DEF (no fill, tap or decap), types with 27 or more instances in the layout <==
cell type and instances:
bufinv_16 39, o22ai_1 192, clkdlybuf4s50_1 28, edfxtp_1 4608, a21oi_1 217, nor2_1 598, mux2i_1 879, nand4_1 66
clkinv_1 125, nor4_1 27, nand2_1 112, buf_4 436, clkbuf_1 99, a22oi_1 51, clkinv_2 87, mux4_2 747
clkbuf_16 466, nor3_1 45, o221ai_1 425, o21ai_0 128
==> area by class of cell <==
cell class                 instances  area [um2]  area share, %
antenna                           26        65.1         0.0323
clock buffer                     568       12100           6.00
clock inverter                   289        2620           1.30
inverter                           4        23.8         0.0118
multi-input combinational       3705       37900           18.8
sequential                      4617      139000           68.9
tap                             4751        5940           2.95
timing repair buffer             489        4010           1.99
==> cells by family after synthesis <==
| logic type | count (synthesis) |
|---|---|
| compound gates | 1102 |
| buf+inv | 566 |
| flops | 4617 |
| mux | 1643 |
| simple gates | 960 |
==> worst max-delay path: cells and delay by family (launching register included) <==
kind | cells | cell delay [ps]
AND-OR/OR-AND | 2 | 430
multiplexers | 1 | 570
AND/OR/NAND/NOR | 3 | 1410
buffers and inverters | 7 | 3980
flip-flops | 1 | 840
==> final timing paths <==
check	cells past startpoint	end	slack, ps
worst max-delay path	13	rd_data[1]	69090
worst min-delay path	1	ram[316][0]	18840
==> layer usage <==
metal | vias up | wire [um] | part of all wire [%]
li1 | 38000 | - | -
met1 | 45500 | 150000 | 32
met2 | 5386 | 215000 | 46
met3 | 809 | 81200 | 18
met4 | 22 | 16500 | 3.6
met5 | - | 473 | 0.10
==> power breakdown <==
part	total (mW)	internal, mW	switching [mW]	leakage, nW
Clock	1.72	0.985	0.736	7.17
Combinational	0.197	0.0616	0.135	15.2
Sequential	2.20	2.19	0.00220	41.5
==> through the flow <==
stage / power, mW / std cells / setup WS [ps] / util, % / area (um2)
6_report: 4.11 / 14400 / 69090 / 56.4 / 201000
5_1_grt: 4.23 / 14400 / 68410 / 56.4 / 201000
4_1_cts: 4.14 / 14400 / 69040 / 56.4 / 201000
3_5_place_dp: 2.44 / 13600 / 70120 / 52.3 / 186000
3_3_place_gp: 2.43 / 13600 / 70110 / 52.3 / 186000
2_1_floorplan: 2.34 / 8888 / 75460 / - / 180000
Power and IR drop assume default switching activity.
